===== /design/flow/design.v =====
module priority_encoder #(
  parameter WIDTH = 16
)(
  input  logic               clk_i,
  input  logic               srst_i,
  input  logic [WIDTH - 1:0] data_i,
  input  logic               data_val_i,
  output logic [WIDTH - 1:0] data_left_o,
  output logic [WIDTH - 1:0] data_right_o,
  output logic               data_val_o
);
logic [WIDTH - 1:0]    data_left_buf;
logic [WIDTH - 1:0]    data_right_buf;
always_ff @( posedge clk_i )
  begin
    if ( srst_i )
      data_val_o   <= 1'b0;
    else
      begin
        if ( data_val_i )
          data_val_o   <= 1'b1;
        else
          data_val_o <= 1'b0;
      end
  end
always_ff @( posedge clk_i )
  begin
    data_left_o  <= data_left_buf;
    data_right_o <= data_right_buf;
  end
assign data_right_buf = (WIDTH)'( ~data_i + 1 ) & data_i;
always_comb 
  begin 
    data_left_buf = '0;
    for ( int i = WIDTH; i >= 0; i-- )
      begin
        if ( data_i[i] )
          begin
            data_left_buf[i] = 1'b1;
            break;
          end
      end
  end
endmodule
module priority_encoder_top (
  input  logic        clk_i,
  input  logic        srst_i,
  input  logic [49:0] data_i,
  input  logic        data_val_i,
  output logic [49:0] data_left_o,
  output logic [49:0] data_right_o,
  output logic        data_val_o
);
  logic        srst;
  logic [49:0] data;
  logic        data_val_input;
  logic [49:0] data_left;
  logic [49:0] data_right;
  logic        data_val_output;
  always_ff @( posedge clk_i )
    begin
      srst           <= srst_i;
      data           <= data_i;
      data_val_input <= data_val_i; 
    end 
  priority_encoder #(
    .WIDTH        ( 50              )
  ) priority_encoder (
    .clk_i        ( clk_i           ),
    .srst_i       ( srst            ),
    .data_i       ( data            ),
    .data_val_i   ( data_val_input  ),
    .data_left_o  ( data_left       ),
    .data_right_o ( data_right      ),
    .data_val_o   ( data_val_output ) 
);
  always_ff @( posedge clk_i )
    begin
      data_left_o  <= data_left;
      data_right_o <= data_right;
      data_val_o   <= data_val_output;
    end
endmodule

===== /design/flow/run.sh =====
#!/bin/bash
# OpenROAD 26Q1-2900-gdf79404cd8, Yosys 0.63+post, stock flow scripts
make -C /OpenROAD-flow-scripts/flow DESIGN_CONFIG=/design/flow/config.mk WORK_HOME=/design/flow/orfs finish

===== /design/flow/config.mk =====
export PLATFORM = sky130hd
export DESIGN_NAME = priority_encoder_top
export DESIGN_NICKNAME = priority_encoder_top
export VERILOG_FILES = /design/flow/design.v
export SDC_FILE = /design/flow/constraint.sdc
export NUM_CORES = 4
export LEC_CHECK = 1
export CORE_UTILIZATION = 50
export SYNTH_HDL_FRONTEND = slang

===== /design/flow/constraint.sdc =====
current_design priority_encoder_top

set clk_period 5.7
set clk_io_pct 0.2

create_clock -name clk0 -period $clk_period [get_ports {clk_i}]

set non_clock_inputs [all_inputs -no_clocks]
set_input_delay [expr $clk_period * $clk_io_pct] -clock clk0 $non_clock_inputs
set_output_delay [expr $clk_period * $clk_io_pct] -clock clk0 [all_outputs]

==> flow_summary.toml <==
# implementation run metrics
[routing]
vias = 2542
drtIter0Drc = 50
drt_wl_total_um = 7150
antenna_cells = 0
remaining_drc_errors = 0
vias_per_cell = 4.48
dr.pass1.iters = 4
avgRoutedWirePerCell_um = 12.6
ant_nets = 0

[setup_path]
arrival_ps = 1300
timing.rr.end = "priority_encoder.data_right_o[32]"
rrSetupSlack_ps = 3750
crit_family = "buffers and inverters"
crit_path_end_kind = "primary output"
cp-start-kind = "register"
slowest_delay_ps = 480
timing.critical_path.cells = "clkdlybuf4s50_1"
rr_startpoint = "data[12]"
cp_max_fo = 1
path_buffers = 1
reg2regPathDepth = 3
path_class = "register to primary output"
critPathRequiredTime_ps = 4560
slowest_stage = "clkdlybuf4s50_1"

[clock_tree]
cts_setup_buffers = 0
cts_buffer_depth = 2
hold_buffers = 0
ctsHtreeMaxLevel = 4
clock_latency_ps = 500
clkTransAtPathRegs_ps = 60
clkSinkCount = 154
cts_tree = "yes"
clockRootBuffer = "clkbuf_8"
numCtsBuffers = 17
cts-resized-gates = 0

[placed_design]
portBuffers = 103
gp_congestion = 0.753
dpl.hpwl_um = 4820

[power]
pwr-share-seq = 0.507
p_leak_nw = 2.26
intPower_mw = 1.74
pwr-share-clk = 0.467
vdd_drop_max_v = 0.000287
p_per_area_nw_per_um2 = 374
p_switching_mw = 0.470
pwr-share-comb = 0.026
swShare = 0.213

[global_routing]
grt_util_met3 = 0.0482
grt_pass1_vias = 2277
use_met2 = 0.241
antenna_found_initial = 0
grt_usage = 0.165
grt_max_degree = 35
grt_most_used_layer = "met1"
overflow = 0
grt_pass1_wl_um = 11100
met1_usage = 0.260

[flow_run]
max_cap_violations = 0
warning_count = 26

[floorplan]
dieHeight_um = 96.0
rows = 33
initCoreUtil = 0.528
die_x_um = 96.0
die_area_um2 = 9220
core-area_um2 = 8380
io_pins = 154

[final_timing]
worst_pin_slew_ps = 818
setup_tns_ps = 0
max_freq_mhz = 411
report.final.slew_viol_count = 0
hold_viol = 0
whs_ps = 324
period_needed_ps = 2440
grt_setup_unrepaired = "false"
maxSlewHeadroom = 0.450
skew_ps = 9.42
setup_viol = 0
finalCritPeriodShare = 0.427

[synth]
ys_seq_frac = 0.697
ys_cells = 334
yosys_area_um2 = 4420
synth_warnings = 0
netlist-cell-type-count = 31
syn-cell-area_um2 = 4420
topCellsByArea = "dfxtp_1, buf_4, nor4_2"
synth_flops = 154
syn-instance-count = 334
largest_area_cell = "dfxtp_1"
yosysTopAreaCellShare = 0.697
postSynthAreaPerCell_um2 = 13.2

[worst_hold_path]
hold_start = "priority_encoder.data_right_o[34]"
holdPathStages = 0
hold_class = "register to register"
min_to = "data_right_o[34]"

[finish]
final_cell_mix = "dfxtp_1, clkdlybuf4s50_1, conb_1"
lay_top_count = "dfxtp_1"
drive_gt1_frac = 0.119
syn2layout_area_growth_pct = 33.9

[run_status]
run_status = "complete, no violations"
## stage by stage
stage	area (um^2)	power (mW)	cells	utilization	worst slack, ps
finish	5920	2.21	567	0.706	3260
global route	5920	2.29	567	0.706	3190
CTS	5920	2.23	567	0.706	3230
detailed placement	5360	1.20	535	0.639	3700
global placement	5360	1.20	535	0.639	3730
floorplan	4610	1.18	383	-	4300
## power by group through the flow
stage | Sequential [mW] | Clock, mW | Combinational [mW]
after CTS | 1.12 | 1.05 | 0.0583
after global routing | 1.12 | 1.10 | 0.0640
final | 1.12 | 1.03 | 0.0574
## flip-flops by register name, summed over array words and instances (netlist names)
| name | cells |
|---|---|
| data_val_o | 1 |
| priority_encoder.data_val_o | 1 |
| srst | 1 |
| data | 50 |
| data_right_o | 50 |
| data_val_input | 1 |
| priority_encoder.data_right_o | 50 |
## area by class of cell
| class | count | area [um^2] |
|---|---|---|
| well taps | 105 | 131 |
| clock buffers | 18 | 428 |
| clock inverters | 14 | 136 |
| fillers | 592 | 2460 |
| repair buffers | 104 | 1040 |
| multi-input cells | 167 | 1080 |
| inverters | 5 | 18.8 |
| flip-flops and latches | 154 | 3080 |
## how the worst max path moves through the flow
| stage | start | endpoint | cells after the start |
|---|---|---|---|
| 5_1_grt | data_right_o[24] | data_right_o[24] | 1 |
| 4_1_cts | data_right_o[37] | data_right_o[37] | 1 |
| 6_report | data_right_o[23] | data_right_o[23] | 1 |
## routing by layer
metal	vias up	part of all wire
met1	1146	0.46
li1	1282	-
met4	0	0.013
met3	7	0.078
met5	-	0
met2	107	0.45
## cells in the mapped netlist
| master | n |
|---|---|
| nor2_1 | 10 |
| nand3_1 | 6 |
| nand4_1 | 5 |
| nor3_1 | 14 |
| and4_1 | 1 |
| nand2b_1 | 2 |
| nand4b_1 | 6 |
| nand2_1 | 9 |
| or4_1 | 1 |
| inv_1 | 5 |
| nor2b_1 | 4 |
| nand4_4 | 2 |
| nor4_2 | 12 |
| nor3b_1 | 5 |
| buf_6 | 2 |
| dfxtp_1 | 154 |
| clkbuf_1 | 2 |
| and3b_1 | 1 |
| conb_1 | 1 |
| nor3_2 | 3 |
| and2_1 | 3 |
| nor4b_1 | 6 |
| nand3b_1 | 5 |
| buf_4 | 50 |
| nor4_4 | 4 |
| nor4_1 | 13 |
| buf_2 | 2 |
| and4b_1 | 1 |
| and3_1 | 3 |
| buf_1 | 1 |
| nor4b_2 | 1 |
## kinds of logic after synthesis
kind of cell | share of synthesized area
DFF | 0.697
and+or+nand+nor | 0.203
buffers and inverters | 0.0990
other | 0.000848
Power and IR drop assume default switching activity.
